<file path="design/flow/design.v">
module NegDetector(
	clk,
	sig,
	out
);
	input clk;
	input sig;
	output wire out;
	reg prevSig;
	wire prevSig_next;
	assign prevSig_next = sig;
	assign out = prevSig & (~sig);
	always @(posedge clk) begin
		prevSig <= prevSig_next;
	end
endmodule
module PosDetector(
	clk,
	sig,
	out
);
	input clk;
	input sig;
	output wire out;
	reg prevSig;
	wire prevSig_next;
	assign prevSig_next = sig;
	assign out = (~prevSig) & sig;
	always @(posedge clk) begin
		prevSig <= prevSig_next;
	end
endmodule
module Delayer(
	input clk,
	input in,
	output reg out
);
	always @(posedge clk) begin
		out <= in;
	end
endmodule
module Control(
	i_clk,
	i_dispDone,
	i_compDone,
	i_compResult,
	i_dispAddr,
	o_dispRGB,
	o_dispMode,
	o_dispStart,
	i_compDataW,
	i_compAddr,
	i_compRW,
	o_compStart,
	i_touchDataW,
	i_touchAddr,
	i_touchWE,
	i_newStrokeIRQ,
	i_strokeLeng,
	i_strokeData,
	o_stroke1,
	o_stroke2,
	o_leng1,
	o_leng2,
	i_negLockKey,
	i_negResetKey,
	i_negDispPWKey,
	i_negSetKey,
	o_SRAM_A,
	o_SRAM_Dout,
	o_SRAM_RW,
	o_SCEN,
	o_state
);
	input i_clk;
	input i_dispDone;
	input i_compDone;
	input [7:0] i_compResult;
	input [18:0] i_dispAddr;
	output [2:0] o_dispRGB;
	output o_dispMode;
	output o_dispStart;
	input [7:0] i_compDataW;
	input [11:0] i_compAddr;
	input i_compRW;
	output o_compStart;
	input [7:0] i_touchDataW;
	input [18:0] i_touchAddr;
	input i_touchWE;
	input i_newStrokeIRQ;
	input [5:0] i_strokeLeng;
	output [5:0] o_leng1;
	output [5:0] o_leng2;
	input [255:0] i_strokeData;
	output [255:0] o_stroke1;
	output [255:0] o_stroke2;
	input i_negLockKey;
	input i_negResetKey;
	input i_negDispPWKey;
	input i_negSetKey;
	output [20:0] o_SRAM_A;
	output [7:0] o_SRAM_Dout;
	output o_SRAM_RW;
	output o_SCEN;
	output [3:0] o_state;
	parameter FCB = 5;
	reg [3:0] state, state_next;
	reg [FCB-1:0] counter, counter_next;
	reg checkResult;
	reg [20:0] SRAM_Addr;
	reg [7:0] SRAM_Dout;
	reg SCEN, SRAM_RW;
	reg [255:0] pwStroke, curStroke, pwStroke_next, curStroke_next;
	reg [5:0] pwLeng, curLeng, pwLeng_next, curLeng_next;
	reg [2:0] dispRGB;
	reg dispStart, compStart, dispStart_next, compStart_next;
	reg dispMode;
	wire posCompDone, posDispDone, posNewStroke;
	wire cntTo0;
	wire [FCB-1:0] counterMinus1;
	PosDetector pd1(.clk(i_clk), .out(posDispDone), .sig(i_dispDone));
	PosDetector pd2(.clk(i_clk), .out(posCompDone), .sig(i_compDone));
	assign o_SCEN = SCEN;
	assign o_SRAM_A = SRAM_Addr;
	assign o_SRAM_Dout = SRAM_Dout;
	assign o_SRAM_RW = SRAM_RW;
	assign o_dispRGB = dispRGB;
	assign o_leng1 = pwLeng;
	assign o_leng2 = curLeng;
	assign o_stroke1 = pwStroke;
	assign o_stroke2 = curStroke;
	assign o_dispStart = dispStart;
	assign o_compStart = compStart;
	assign o_dispMode = dispMode;
	assign o_state = state;
	assign counterMinus1 = counter - 1;
	assign cntTo0 = (counter == 0);
	always @(*) begin
		state_next = state;
		counter_next = counter;
		SRAM_Addr = 20'bx;
		SRAM_Dout = 7'bx;
		SRAM_RW = 1'b1;
		SCEN = 1'bx;
		pwLeng_next = pwLeng;
		pwStroke_next = pwStroke;
		curLeng_next = curLeng;
		curStroke_next = curStroke;
		dispStart_next = 1'b1;
		compStart_next = 1'b1;
		dispRGB = 3'bx;
		dispMode = 1'bx;
		case (state)
			4'ha: begin
				SRAM_Addr = {2'b00, i_touchAddr};
				SRAM_Dout = i_touchDataW;
				SRAM_RW = ~i_touchWE;
				SCEN = 1'b0;
				if (i_newStrokeIRQ) begin
					state_next = 4'h4;
					counter_next = 15;
					pwStroke_next = i_strokeData;
					pwLeng_next = i_strokeLeng;
					dispStart_next = 1'b0;
				end
			end
			4'hb: begin
				SRAM_Addr = {2'b01, i_touchAddr};
				SRAM_Dout = i_touchDataW;
				SRAM_RW = ~i_touchWE;
				SCEN = 1'b0;
				if (i_newStrokeIRQ) begin
					state_next = 4'h3;
					counter_next = 15;
					curStroke_next = i_strokeData;
					curLeng_next = i_strokeLeng;
					dispStart_next = 1'b0;
				end
			end
			4'h4: begin
				dispMode = 1'b0;
				SRAM_Addr = {2'b00, i_dispAddr};
				SCEN = 1'b1;
				if (posDispDone) begin
					dispStart_next = 1'b0;
					if (cntTo0) begin
						state_next = 4'h0;
					end else begin
						counter_next = counterMinus1;
					end
				end
			end
			4'h3: begin
				dispMode = 1'b0;
				SRAM_Addr = {2'b01, i_dispAddr};
				SCEN = 1'b1;
				if (posDispDone) begin
					if (cntTo0) begin
						state_next = 4'h5;
						compStart_next = 1'b0;
					end else begin
						counter_next = counterMinus1;
						dispStart_next = 1'b0;
					end
				end
			end
			4'h5: begin
				SRAM_Addr = {2'b10, 7'b0, i_compAddr};
				SRAM_RW = ~i_compRW;
				SRAM_Dout = i_compDataW;
				if (posCompDone) begin
					state_next = (i_compResult <= 8'h8)? 4'h2: 4'h1;
					dispStart_next = 1'b0;
					counter_next = 15;
				end
			end
			4'h2: begin
				dispMode = 1'b1;
				SCEN = 1'b1;
				dispRGB = 3'b010;
				if (posDispDone) begin
					dispStart_next = 1'b0;
					if (cntTo0) begin
						state_next = 4'h0;
					end else begin
						counter_next = counterMinus1;
					end
				end
			end
			4'h1: begin
				dispMode = 1'b1;
				SCEN = 1'b1;
				dispRGB = 3'b100;
				if (posDispDone) begin
					dispStart_next = 1'b0;
					if (cntTo0) begin
						state_next = 4'h8;
					end else begin
						counter_next = counterMinus1;
					end
				end
			end
			4'h0: begin
				dispMode = 1'b1;
				SCEN = 1'b1;
				dispRGB = 3'b111;
				if (i_negSetKey) begin
					state_next = 4'h7;
					dispStart_next = 1'b0;
				end else if (i_negLockKey) begin
					state_next = 4'h8;
					dispStart_next = 1'b0;
				end else if (i_negDispPWKey) begin
					state_next = 4'h4;
					counter_next = 15;
					dispStart_next = 1'b0;
				end else if (posDispDone) begin
					dispStart_next = 1'b0;
				end
			end
			4'h8: begin
				dispMode = 1'b1;
				SCEN = 1'b1;
				dispRGB = 3'b000;
				if (posDispDone) begin
					state_next = 4'hb;
				end
			end
			4'h7: begin
				dispMode = 1'b1;
				SCEN = 1'b1;
				dispRGB = 3'b000;
				if (posDispDone) begin
					state_next = 4'ha;
				end
			end
		endcase
	end
	always @(posedge i_clk) begin
		if (i_negResetKey) begin
			state <= 4'h0;
			dispStart <= 1'b0;
		end else begin
			state <= state_next;
			dispStart <= dispStart_next;
		end
		counter <= counter_next;
		checkResult <= posCompDone? (i_compResult <= 8'h8): checkResult;
		pwStroke <= pwStroke_next;
		pwLeng <= pwLeng_next;
		curStroke <= curStroke_next;
		curLeng <= curLeng_next;
		compStart <= compStart_next;
	end
endmodule
</file>
<file path="design/flow/run.sh">
#!/bin/bash
# OpenROAD 26Q1-2900-gdf79404cd8, Yosys 0.63+post, stock flow scripts
make -C /OpenROAD-flow-scripts/flow DESIGN_CONFIG=/design/flow/config.mk WORK_HOME=/design/flow/orfs finish
</file>
<file path="design/flow/config.mk">
export PLATFORM = sky130hd
export DESIGN_NAME = Control
export DESIGN_NICKNAME = Control
export VERILOG_FILES = /design/flow/design.v
export SDC_FILE = /design/flow/constraint.sdc
export NUM_CORES = 4
export LEC_CHECK = 1
export CORE_AREA = 10 10 352 352
export DIE_AREA = 0 0 362 362
</file>
<file path="design/flow/constraint.sdc">
current_design Control

set clk_period 17.2
set clk_io_pct 0.2

create_clock -name clk0 -period $clk_period [get_ports {i_clk}]

set non_clock_inputs [all_inputs -no_clocks]
set_input_delay [expr $clk_period * $clk_io_pct] -clock clk0 $non_clock_inputs
set_output_delay [expr $clk_period * $clk_io_pct] -clock clk0 [all_outputs]
</file>
==> flow_summary.html <==
<h2>Synthesis and place &amp; route</h2>
<table>
<tr><th>Metric</th><th>Value</th></tr>
<tr><th colspan="2">Global route</th></tr>
<tr><td>Global-route congestion overflow total</td><td>0</td></tr>
<tr><td>Via count of the first global-routing pass</td><td>between 10,000 and 15,000</td></tr>
<tr><td>All-Layer GR Usage</td><td>12.6%</td></tr>
<tr><td>Antenna violations before repair</td><td>35</td></tr>
<tr><td>First-pass GRT wire length</td><td>roughly 110,000 um</td></tr>
<tr><td>Maximum number of pins on one net before global-route repair</td><td>56</td></tr>
<tr><th colspan="2">Route</th></tr>
<tr><td>Vias per cell</td><td>3.42</td></tr>
<tr><td>Routed WL</td><td>83,900 um</td></tr>
<tr><td>Average routed wire per standard cell</td><td>25.9 um</td></tr>
<tr><td>Antenna Nets Post-Route</td><td>0</td></tr>
<tr><td>Remaining routing DRC violations</td><td>0</td></tr>
<tr><td>1st-pass router iterations</td><td>5</td></tr>
<tr><td>Violation tally from detailed-route iteration zero</td><td>759</td></tr>
<tr><td>Total via count after detailed routing</td><td>11,096</td></tr>
<tr><th colspan="2">Run</th></tr>
<tr><td>Stage-log warning count</td><td>26</td></tr>
<tr><td>Number of max-capacitance violations reported</td><td>0</td></tr>
<tr><th colspan="2">STA</th></tr>
<tr><td>Number of max-slew violations in the final report</td><td>0</td></tr>
<tr><td>Final clock skew</td><td>0.0195 ns</td></tr>
<tr><td>Number of setup violations in the final report</td><td>0</td></tr>
<tr><td>Unrepaired setup endpoints after global routing</td><td>no</td></tr>
<tr><td>Accumulated negative setup slack</td><td>0 ns</td></tr>
<tr><td>Min Tclk post-route</td><td>about 8.3 ns</td></tr>
<tr><td>Fmax</td><td>120 MHz</td></tr>
<tr><td>Least-Margin Pin Slew</td><td>0.776 ns</td></tr>
<tr><td>Hold Violations, Final</td><td>0</td></tr>
<tr><td>Relative max-transition margin</td><td>roughly half</td></tr>
<tr><td>Portion of the clock cycle consumed by the worst path in the final layout</td><td>approximately half</td></tr>
<tr><th colspan="2">Synth</th></tr>
<tr><td>Fraction of synthesis flops using an asynchronous set or reset pin</td><td>0%</td></tr>
<tr><td>Most used DFF post-synth</td><td>edfxtp_1</td></tr>
<tr><td>Biggest area contributors in the synthesized netlist</td><td>edfxtp_1 (93%), dfxtp_1 (0.94%), a22o_1 (0.77%)</td></tr>
<tr><td>Netlist area before placement</td><td>0.0171 mm2</td></tr>
<tr><td>Largest type area fraction</td><td>approximately 93%</td></tr>
<tr><td>Dominant cell type by area after synthesis</td><td>edfxtp_1</td></tr>
<tr><td>Synth top cells by count</td><td>edfxtp_1 (529), inv_1 (18), nand2_1 (17)</td></tr>
<tr><td>Synthesized area per cell</td><td>24.4 um2</td></tr>
<tr><td>Flip-flops with a built-in enable</td><td>between 500 and 600</td></tr>
<tr><td>Top-count cell post-synth</td><td>edfxtp_1</td></tr>
<tr><td>Synthesized chip area reported by yosys</td><td>0.0171 mm2</td></tr>
<tr><td>Ys cells</td><td>702</td></tr>
<tr><td>Mapped Cells</td><td>702</td></tr>
<tr><td>Count of warnings emitted by yosys</td><td>2</td></tr>
<tr><td>Distinct lib cells used</td><td>roughly 50</td></tr>
<tr><td>Flops &amp; latches, synth</td><td>about 540</td></tr>
<tr><td>Register share after synthesis</td><td>approximately 94%</td></tr>
<tr><th colspan="2">Hold path</th></tr>
<tr><td>Classification of the worst-slack hold path</td><td>reg -&gt; reg</td></tr>
<tr><td>Worst Hold Depth</td><td>1</td></tr>
<tr><th colspan="2">Clock tree</th></tr>
<tr><td>Post-CTS clock slew at the launch and capture registers of the worst setup and hold paths</td><td>0.06 ns</td></tr>
<tr><td>Clock latency at the later pin of the worst-skew pair</td><td>around 0.64 ns</td></tr>
<tr><td>Clock net sink count</td><td>537</td></tr>
<tr><td>Buffer depth of the longest clock path</td><td>3</td></tr>
<tr><td>CTS HTree Levels</td><td>2</td></tr>
<tr><td>Clock Tree Root</td><td>clkbuf_16</td></tr>
<tr><td>CTS tree</td><td>yes</td></tr>
<tr><td>CTS buffer count</td><td>58</td></tr>
<tr><td>Number of instances resized during post-cts repair</td><td>0</td></tr>
<tr><td>Number of setup buffers added after CTS</td><td>0</td></tr>
<tr><td>Number of buffers added to fix hold violations after cts</td><td>0</td></tr>
<tr><th colspan="2">Die</th></tr>
<tr><td>Initial standard-cell utilization of the core</td><td>14.7%</td></tr>
<tr><td>Die outline area</td><td>between 0.1 and 0.15 mm2</td></tr>
<tr><td>Total I/O pin count</td><td>911</td></tr>
<tr><td>Die Span Y</td><td>362 um</td></tr>
<tr><td>Core region area</td><td>0.116 mm2</td></tr>
<tr><td>Standard-cell row count</td><td>125</td></tr>
<tr><td>Horizontal die dimension</td><td>362 um</td></tr>
<tr><th colspan="2">Placed design</th></tr>
<tr><td>Placed cell area</td><td>0.0282 mm2</td></tr>
<tr><td>Placed Instances</td><td>3,136</td></tr>
<tr><td>Routability Congestion</td><td>0.869</td></tr>
<tr><td>Total of buffers placed on input and output ports</td><td>910</td></tr>
<tr><td>Half-perimeter wire length of the detailed placement result</td><td>around 70,000 um</td></tr>
<tr><th colspan="2">Final layout</th></tr>
<tr><td>Fraction of layout instances using a drive strength above 1</td><td>6.40%</td></tr>
<tr><td>Non-Filler Cell Area, Final</td><td>approximately 0.03 mm2</td></tr>
<tr><td>Area Growth Syn to Fin</td><td>75.8%</td></tr>
<tr><td>Number of fillers in the final layout</td><td>11,752</td></tr>
<tr><td>Post-route core utilization</td><td>25.9%</td></tr>
<tr><td>Final non-filler cell total</td><td>3,244</td></tr>
<tr><th colspan="2">Pwr</th></tr>
<tr><td>Peak ir drop on the vdd network</td><td>68.0 uV</td></tr>
<tr><td>Areal power density over the cells</td><td>99.9 mW/mm2</td></tr>
<tr><td>Leakage</td><td>9.80 nW</td></tr>
<tr><th colspan="2">Worst setup path</th></tr>
<tr><td>Nature of the critical path endpoint</td><td>output port</td></tr>
<tr><td>CP Data Required Time</td><td>between 10 and 15 ns</td></tr>
<tr><td>Worst Reg-to-Reg Cells</td><td>6</td></tr>
<tr><td>Data arrival time of the worst path</td><td>4.89 ns</td></tr>
<tr><td>Classification of the worst setup path</td><td>in -&gt; out</td></tr>
<tr><td>Startpoint kind of the worst setup timing path</td><td>input port</td></tr>
<tr><td>Worst Path Max Fanout</td><td>1</td></tr>
<tr><th colspan="2">Outcome</th></tr>
<tr><td>Status</td><td>finished, final reports clean</td></tr>
</table>
placed cells by master, fill, tap and decap left out, types with 2 or more instances in the layout:
master	netlist	layout
a211oi_1	4	4
a21oi_1	10	10
a222oi_1	12	12
a22o_1	15	15
a22oi_1	2	2
and2_1	3	3
and3_4	0	2
and3b_1	2	2
buf_4	0	16
bufinv_16	0	6
clkbuf_1	9	8
clkbuf_16	0	58
clkdlybuf4s50_1	0	910
clkinv_1	0	11
clkinv_2	0	14
clkinvlp_4	0	6
dfxtp_1	8	8
diode_2	0	2
edfxtp_1	529	529
ha_1	2	2
inv_1	18	18
inv_6	0	2
nand2_1	17	17
nand2b_1	5	5
nand3_1	3	3
nor2_1	10	10
nor2b_1	2	2
nor3_1	5	5
o21ai_0	3	3
o21ai_1	2	2
o22a_1	2	2
o32ai_1	2	2
or2_1	2	2
or3_1	2	2
xnor2_1	3	3
cell type report:
type                            instances  area, um2  area share [%]
Tap cell                             1524       1910            6.34
Antenna cell                            2       5.00          0.0166
Sequential cell                       537      16000            53.4
Clock buffer                           66       1480            4.93
Multi-Input combinational cell        131        941            3.13
Inverter                               18       67.6           0.225
Clock inverter                         40        384            1.28
Timing Repair Buffer                  926       9230            30.7
cell families after synthesis:
group | synth area share (%)
xor gates and xnor gates | 0.205
AOI/OAI and AO/OA | 2.88
and+or+nand+nor | 2.07
adders and majority gates | 0.146
buffers and inverters | 0.819
DFF | 93.8
muxes | 0.0585
worst max-delay path: stages:
cell,delay (ns)
clkdlybuf4s50_1,0.40
a222oi_1,0.53
inv_1,0.08
clkdlybuf4s50_1,0.43
worst paths after layout:
| path | start | to | slack (ns) |
|---|---|---|---|
| worst max-delay path | i_compAddr[11] | o_SRAM_A[11] | 8.87 |
| worst min-delay path | counter[0]$_SDFFCE_PN1P_ | counter[0]$_SDFFCE_PN1P_ | 0.60 |
| worst max register to register | state[3]$_SDFFE_PP0P_ | pwStroke[16]$_DFFE_PP_ | 13.14 |
| worst min register to register | counter[0]$_SDFFCE_PN1P_ | counter[0]$_SDFFCE_PN1P_ | 0.60 |
state kept, by name (all words and copies together), names as in the netlist:
signal,cells
pd2.prevSig,1
compStart,1
dispStart,1
curLeng,6
pwLeng,6
curStroke,256
pwStroke,256
state,4
counter,5
pd1.prevSig,1
stage by stage:
| stage | worst slack, ns | hold WS (ns) | power, mW |
|---|---|---|---|
| after floorplan | 7.09 | 0.544 | 1.60 |
| after global placement | 8.82 | 0.575 | 1.80 |
| after detailed placement | 8.85 | 0.586 | 1.80 |
| after CTS | 8.84 | 0.601 | 3.05 |
| after global routing | 8.78 | 0.625 | 3.12 |
| final | 8.87 | 0.599 | 3.00 |
power by group:
group,leakage [nW],internal (mW),switching (mW)
clock,0.902,0.707,0.522
combinational,4.08,0.172,0.124
sequential,4.82,1.47,0.0119
total,9.80,2.34,0.658
routing by layer:
metal / vias up / global-route usage, % / wire [um]
li1: 4802 / - / -
met1: 5425 / 14.1 / 28900
met4: 54 / 1.71 / 1470
met2: 687 / 20.1 / 40300
met3: 128 / 8.83 / 13000
met5: - / 0 / 325
No activity file was given, so power comes from the tool's default toggle rates.
