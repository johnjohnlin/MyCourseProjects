[design/flow/config.mk]
export PLATFORM = sky130hd
export DESIGN_NAME = Touch
export DESIGN_NICKNAME = Touch
export VERILOG_FILES = /design/flow/design.v
export SDC_FILE = /design/flow/constraint.sdc
export NUM_CORES = 4
export LEC_CHECK = 1
export CORE_UTILIZATION = 50
[design/flow/constraint.sdc]
current_design Touch

set clk_period 10.0
set clk_io_pct 0.2

create_clock -name clk0 -period $clk_period [get_ports {iclk}]

set non_clock_inputs [all_inputs -no_clocks]
set_input_delay [expr $clk_period * $clk_io_pct] -clock clk0 $non_clock_inputs
set_output_delay [expr $clk_period * $clk_io_pct] -clock clk0 [all_outputs]
[design/flow/design.v]
module Atan2(
	i_xSign,
	i_ySign,
	i_x,
	i_y,
	o_theta
);
	parameter BITS = 8;
	input i_xSign;
	input i_ySign;
	input [BITS-1:0] i_x;
	input [BITS-1:0] i_y;
	output [3:0] o_theta;
	wire swapXY;
	wire [BITS-1:0] x;
	wire [BITS-1:0] y;
	wire [BITS+1:0] x2;
	wire [BITS+1:0] y2;
	wire [BITS+2:0] x5;
	wire [BITS+2:0] y5;
	wire cmp1;
	wire cmp2;
	wire cmp3;
	assign swapXY = i_xSign ^ i_ySign;
	assign x = swapXY? i_y: i_x;
	assign y = swapXY? i_x: i_y;
	assign x2 = x*2;
	assign y2 = y*2;
	assign x5 = x*5;
	assign y5 = y*5;
	assign cmp1 = y2 > x5;
	assign cmp2 = y  > x ;
	assign cmp3 = y5 > x2;
	assign o_theta[3] = i_ySign;
	assign o_theta[2] = swapXY;
	assign o_theta[1:0] = cmp1 + cmp2 + cmp3;
endmodule
module Diff(
	i_t1,
	i_t2,
	o_sign,
	o_diff
);
	parameter BITS = 4;
	input [BITS-1:0] i_t1;
	input [BITS-1:0] i_t2;
	output [BITS-1:0] o_diff;
	output o_sign;
	assign o_sign = i_t1 < i_t2;
	assign o_diff = o_sign? (i_t2-i_t1): (i_t1-i_t2);
endmodule
module DiffTheta(
	i_t1,
	i_t2,
	o_diff
);
	parameter BITS = 4;
	input [BITS-1:0] i_t1;
	input [BITS-1:0] i_t2;
	output [BITS-1:0] o_diff;
	wire [BITS-1:0] tmp1, tmp2;
	assign tmp1 = i_t1>i_t2? i_t1-i_t2: i_t2-i_t1;
	assign tmp2 = tmp1[BITS-1]? ~tmp1+1: tmp1;
	assign o_diff = (tmp2==1)? 0: tmp2;
endmodule
module Touch(
	iclk,
	iADC_PENIRQ_n,
	iADC_DOUT,
	iADC_BUSY,
	oADC_DIN,
	oADC_DCLK,
	oSCEN,
	o_data_len,
	o_send,
	o_data,
	o_address,
	o_write_en,
	o_write_data
);
	input			iADC_PENIRQ_n;
	input			iADC_DOUT;
	input			iADC_BUSY;
	output			oADC_DIN;
	output			oADC_DCLK;
	output			oSCEN;
	input			iclk;
	output	[5:0]	o_data_len;
	output 			o_send;
	output	[255:0]	o_data;
	output	[18:0]	o_address;
	output			o_write_en;
	output	[7:0]	o_write_data;
	reg				oADC_DIN;
	reg				iADC_PENIRQ_n_prev;
	reg				transmit_en;
	reg				transmit_en_next;
	reg				transmit_end;
	reg				transmit_finish;
	reg		[15:0]	DCLK_cnt;
	reg		[15:0]	DCLK_cnt_next;
	reg				oADC_DCLK;
	reg				oADC_DCLK_next;
	reg		[5:0]	DCLK_8_cnt;
	reg		[5:0]	DCLK_8_cnt_next;
	wire	[7:0]	x_config_reg;
	wire	[7:0]	y_config_reg;
	reg		[4:0]	transmit_cnt_next;
	reg		[4:0]	transmit_cnt;
	reg		[7:0]	x_coord_next;
	reg		[7:0]	y_coord_next;
	reg		[7:0]	x_coord;
	reg		[7:0]	y_coord;
	reg				transmit_end_prev;
	reg		[7:0]	x_ref_next;
	reg		[7:0]	y_ref_next;
	reg		[7:0]	x_ref;
	reg		[7:0]	y_ref;
	reg		[6:0]	data_cnt;
	reg		[6:0]	data_cnt_next;
	reg				x_diff_sign;
	reg				y_diff_sign;
	reg		[7:0]	x_diff;
	reg		[7:0]	y_diff;
	reg		[7:0]	xx;
	reg		[7:0]	yy;
	reg		[8:0]	distant;
	wire	[3:0]	out_theta;
	reg		[3:0]	data_theta	[63:0];
	reg		[3:0]	data_theta_next	[63:0];
	reg		[7:0]	store_cnt_next;
	reg		[7:0]	store_cnt;
	reg		[8:0]	store_x_next;
	reg		[8:0]	store_x;
	reg		[9:0]	store_y_next;
	reg		[9:0]	store_y;
	reg		[3:0]	store_data_next;
	reg		[3:0]	store_data;
	reg				write_en;
	wire	[12:0]	pos_x;
	wire	[12:0]	pos_y;
	reg		[18:0]	address;
	reg		[18:0]	reset_cnt_next;
	reg		[18:0]	reset_cnt;
	reg				reset_wr;
	integer i = 0;
	parameter SYSCLK_FRQ	= 12500000;
	parameter ADC_DCLK_FRQ	= 10000;
	parameter ADC_DCLK_CNT	= SYSCLK_FRQ/(ADC_DCLK_FRQ*2);
	always@(*) begin
		transmit_en_next = transmit_en;
		transmit_finish = 0;
		if(iADC_PENIRQ_n_prev && (~iADC_PENIRQ_n) && (~transmit_en)) 
			transmit_en_next = 1;
		else if(transmit_en && transmit_end && iADC_PENIRQ_n)begin 
			transmit_en_next = 0;
			transmit_finish = 1;
		end
	end
	always@(posedge iclk ) begin
		iADC_PENIRQ_n_prev <= iADC_PENIRQ_n;
		transmit_en <= transmit_en_next;
	end
	always@(*)begin
		oADC_DCLK_next = oADC_DCLK;
		DCLK_cnt_next = DCLK_cnt;
		DCLK_8_cnt_next = DCLK_8_cnt;
		if(~transmit_en) begin
			oADC_DCLK_next = 0;
			DCLK_cnt_next = 0;
			DCLK_8_cnt_next = 0;
		end
		else if(DCLK_8_cnt[4])begin
			if(DCLK_cnt == ADC_DCLK_CNT) begin
				DCLK_cnt_next = 16'b0;
				DCLK_8_cnt_next = 5'b0;
			end
			else
				DCLK_cnt_next = DCLK_cnt + 16'b1;
		end
		else begin
			if(DCLK_cnt == ADC_DCLK_CNT) begin
				DCLK_cnt_next = 16'b0;
				oADC_DCLK_next = ~oADC_DCLK;
				DCLK_8_cnt_next = DCLK_8_cnt + 5'b1;
			end
			else
				DCLK_cnt_next = DCLK_cnt + 16'b1;
		end
	end
	always@(posedge iclk ) begin
			oADC_DCLK <= oADC_DCLK_next;
			DCLK_cnt <= DCLK_cnt_next;
			DCLK_8_cnt <= DCLK_8_cnt_next;
	end
	assign x_config_reg  = 8'b10011010;
	assign y_config_reg  = 8'b11011010;
	always@(*)begin
		transmit_cnt_next = transmit_cnt + 5'b1;
		x_coord_next = x_coord;
		y_coord_next = y_coord;
		transmit_end = 0;
		oADC_DIN = 0;
		if(iADC_PENIRQ_n_prev && (~iADC_PENIRQ_n) && (~transmit_en))begin 
			transmit_cnt_next = 0;
		end
		if(transmit_cnt == 5'd29)begin
			transmit_cnt_next = transmit_cnt;
			transmit_end = 1;
			 if(~transmit_finish)begin  
				transmit_cnt_next = 0;
			end
		end
		if(transmit_cnt <= 5'd7)
			oADC_DIN = x_config_reg[7-transmit_cnt];
		if(transmit_cnt >= 5'd11 && transmit_cnt <= 5'd18)
			oADC_DIN = y_config_reg[18-transmit_cnt];
		if(transmit_cnt >= 5'd9 && transmit_cnt <= 5'd16)
			x_coord_next = {x_coord[6:0], iADC_DOUT};
		if(transmit_cnt >= 5'd20 && transmit_cnt <= 5'd27)
			y_coord_next = {y_coord[6:0], iADC_DOUT};
	end
	always@(negedge oADC_DCLK)begin
			transmit_cnt <= transmit_cnt_next;
			x_coord <= x_coord_next;
			y_coord <= y_coord_next;
	end
	Atan2 atan(
		.i_xSign(x_diff_sign),
		.i_ySign(y_diff_sign),
		.i_x(x_diff),
		.i_y(y_diff),
		.o_theta(out_theta)
	);
	always@(*) begin
		x_ref_next = x_ref;
		y_ref_next = y_ref;
		data_cnt_next = data_cnt;
		x_diff_sign = 0;
		x_diff = 8'b0;
		y_diff_sign = 0;
		y_diff = 8'b0;
		for(i = 0; i < 64; i = i + 1)
			data_theta_next[i] = data_theta[i];
		xx = 8'b0;
		yy = 8'b0;
		distant = 9'b0;
		if(iADC_PENIRQ_n_prev && (~iADC_PENIRQ_n) && (~transmit_en))begin  
			data_cnt_next = 6'b0;
		end
		if((~transmit_end_prev) && transmit_end)begin
			if(data_cnt == 0)begin
				x_ref_next = x_coord;
				y_ref_next = y_coord;
				data_cnt_next = data_cnt + 7'b1;
			end
			else if(data_cnt[6])
				data_cnt_next = data_cnt;
			else begin
				if(x_coord >= x_ref)begin
					x_diff_sign = 0;
					x_diff = x_coord - x_ref;
				end
				else begin
					x_diff_sign = 1;
					x_diff = x_ref - x_coord;
				end
				if(y_coord >= y_ref)begin
					y_diff_sign = 0;
					y_diff = y_coord - y_ref;
				end
				else begin
					y_diff_sign = 1;
					y_diff = y_ref - y_coord;
				end
				if(x_diff > 8'd16)begin
					data_theta_next[data_cnt-1] = out_theta;
					x_ref_next = x_coord;
					y_ref_next = y_coord;
					data_cnt_next = data_cnt + 7'b1;
				end
				else if(y_diff > 8'd16)begin
					data_theta_next[data_cnt-1] = out_theta;
					x_ref_next = x_coord;
					y_ref_next = y_coord;
					data_cnt_next = data_cnt + 7'b1;
				end
				else begin
					xx = x_diff[3:0] * x_diff[3:0];
					yy = y_diff[3:0] * y_diff[3:0];
					distant = xx + yy;
					if(distant[8])begin
						data_theta_next[data_cnt-1] = out_theta;
						x_ref_next = x_coord;
						y_ref_next = y_coord;
						data_cnt_next = data_cnt + 7'b1;
					end
				end
			end
		end
	end
	always@(posedge iclk)begin
			transmit_end_prev <= transmit_end;
			x_ref <= x_ref_next;
			y_ref <= y_ref_next;
			data_cnt <= data_cnt_next;
			for(i = 0; i < 64; i = i + 1)
				data_theta[i] <= data_theta_next[i];
	end
	assign oSCEN = transmit_en;
	assign o_data_len = (|data_cnt)? (data_cnt - 1) : 6'b0;
	assign o_send = (transmit_end && (~transmit_en))? ((data_cnt > 6'd5)? 1:0):0;
	assign o_data[3:0] = data_theta[0];
	assign o_data[7:4] = data_theta[1];
	assign o_data[11:8] = data_theta[2];
	assign o_data[15:12] = data_theta[3];
	assign o_data[19:16] = data_theta[4];
	assign o_data[23:20] = data_theta[5];
	assign o_data[27:24] = data_theta[6];
	assign o_data[31:28] = data_theta[7];
	assign o_data[35:32] = data_theta[8];
	assign o_data[39:36] = data_theta[9];
	assign o_data[43:40] = data_theta[10];
	assign o_data[47:44] = data_theta[11];
	assign o_data[51:48] = data_theta[12];
	assign o_data[55:52] = data_theta[13];
	assign o_data[59:56] = data_theta[14];
	assign o_data[63:60] = data_theta[15];
	assign o_data[67:64] = data_theta[16];
	assign o_data[71:68] = data_theta[17];
	assign o_data[75:72] = data_theta[18];
	assign o_data[79:76] = data_theta[19];
	assign o_data[83:80] = data_theta[20];
	assign o_data[87:84] = data_theta[21];
	assign o_data[91:88] = data_theta[22];
	assign o_data[95:92] = data_theta[23];
	assign o_data[99:96] = data_theta[24];
	assign o_data[103:100] = data_theta[25];
	assign o_data[107:104] = data_theta[26];
	assign o_data[111:108] = data_theta[27];
	assign o_data[115:112] = data_theta[28];
	assign o_data[119:116] = data_theta[29];
	assign o_data[123:120] = data_theta[30];
	assign o_data[127:124] = data_theta[31];
	assign o_data[131:128] = data_theta[32];
	assign o_data[135:132] = data_theta[33];
	assign o_data[139:136] = data_theta[34];
	assign o_data[143:140] = data_theta[35];
	assign o_data[147:144] = data_theta[36];
	assign o_data[151:148] = data_theta[37];
	assign o_data[155:152] = data_theta[38];
	assign o_data[159:156] = data_theta[39];
	assign o_data[163:160] = data_theta[40];
	assign o_data[167:164] = data_theta[41];
	assign o_data[171:168] = data_theta[42];
	assign o_data[175:172] = data_theta[43];
	assign o_data[179:176] = data_theta[44];
	assign o_data[183:180] = data_theta[45];
	assign o_data[187:184] = data_theta[46];
	assign o_data[191:188] = data_theta[47];
	assign o_data[195:192] = data_theta[48];
	assign o_data[199:196] = data_theta[49];
	assign o_data[203:200] = data_theta[50];
	assign o_data[207:204] = data_theta[51];
	assign o_data[211:208] = data_theta[52];
	assign o_data[215:212] = data_theta[53];
	assign o_data[219:216] = data_theta[54];
	assign o_data[223:220] = data_theta[55];
	assign o_data[227:224] = data_theta[56];
	assign o_data[231:228] = data_theta[57];
	assign o_data[235:232] = data_theta[58];
	assign o_data[239:236] = data_theta[59];
	assign o_data[243:240] = data_theta[60];
	assign o_data[247:244] = data_theta[61];
	assign o_data[251:248] = data_theta[62];
	assign o_data[255:252] = data_theta[63];
	assign pos_x = (x_coord * 5'b11110);
	assign pos_y = (y_coord * 5'b11001);
	assign o_address = (reset_wr)? reset_cnt_next : address;
	assign o_write_en = write_en || reset_wr;
	assign o_write_data = (reset_wr)? 8'hff : {store_data,4'b0};
	always@(*)begin
		store_cnt_next = store_cnt;
		store_x_next = store_x;
		store_y_next = store_y;
		store_data_next = store_data; 
		write_en = 0;
		address = 19'b0;
		if(data_cnt[6] || (&data_cnt[5:2]))
			store_data_next = 4'he;
		else
			store_data_next = data_cnt[5:2];
		if((~transmit_end_prev) && transmit_end && (~transmit_finish) && (~data_cnt[6]))begin
			store_cnt_next = 8'd124;
			store_x_next = pos_x[12:4];
			store_y_next = pos_y[12:3];
			address = 0;
		end
		if(|store_cnt)begin
			if(store_cnt == 8'd124)begin
				store_x_next = store_x + 10'd1;
				store_y_next = store_y - 9'd6;
				address = {store_y_next, store_x_next};
				write_en = 1;
				store_cnt_next = store_cnt - 8'b1;
			end
			else if(store_cnt == 8'd2 || store_cnt == 8'd122)begin
				store_x_next = store_x - 10'd2;
				store_y_next = store_y - 9'd1;
				address = {store_y_next, store_x_next};
				write_en = 1;
				store_cnt_next = store_cnt - 8'b1;
			end
			else if(store_cnt == 8'd6 || store_cnt == 8'd118)begin
				store_x_next = store_x - 10'd5;
				store_y_next = store_y - 9'd1;
				address = {store_y_next, store_x_next};
				write_en = 1;
				store_cnt_next = store_cnt - 8'b1;
			end
			else if(store_cnt == 8'd14 || store_cnt == 8'd110)begin
				store_x_next = store_x - 10'd8;
				store_y_next = store_y - 9'd1;
				address = {store_y_next, store_x_next};
				write_en = 1;
				store_cnt_next = store_cnt - 8'b1;
			end
			else if(store_cnt == 8'd24 || store_cnt == 8'd100)begin
				store_x_next = store_x - 10'd10;
				store_y_next = store_y - 9'd1;
				address = {store_y_next, store_x_next};
				write_en = 1;
				store_cnt_next = store_cnt - 8'b1;
			end
			else if(store_cnt == 8'd36 || store_cnt == 8'd88)begin
				store_x_next = store_x - 10'd11;
				store_y_next = store_y - 9'd1;
				address = {store_y_next, store_x_next};
				write_en = 1;
				store_cnt_next = store_cnt - 8'b1;
			end
			else if(store_cnt == 8'd48 || store_cnt == 8'd76)begin
				store_x_next = store_x - 10'd12;
				store_y_next = store_y - 9'd1;
				address = {store_y_next, store_x_next};
				write_en = 1;
				store_cnt_next = store_cnt - 8'b1;
			end
			else if(store_cnt == 8'd62)begin
				store_x_next = store_x - 10'd13;
				store_y_next = store_y - 9'd1;
				address = {store_y_next, store_x_next};
				write_en = 1;
				store_cnt_next = store_cnt - 8'b1;
			end
			else begin
				store_x_next = store_x + 10'd1;
				store_y_next = store_y;
				address = {store_y_next, store_x_next};
				write_en = 1;
				store_cnt_next = store_cnt - 8'b1;
			end
		end
	end
	always@(posedge iclk )begin
			store_cnt <= store_cnt_next;
			store_x <= store_x_next;
			store_y <= store_y_next;
			store_data <= store_data_next;
	end
	always@(*)begin
		reset_cnt_next = reset_cnt;
		reset_wr = 0;
		if(iADC_PENIRQ_n_prev && (~iADC_PENIRQ_n) && (~transmit_en))begin 
			reset_cnt_next = 19'd409600;
		end
		if(|reset_cnt)begin
			reset_cnt_next = reset_cnt-19'b1;
			reset_wr = 1;
		end
	end
	always@(posedge iclk )begin
		reset_cnt <= reset_cnt_next;
	end
endmodule
[design/flow/run.sh]
#!/bin/bash
# OpenROAD 26Q1-2900-gdf79404cd8, Yosys 0.63+post, stock flow scripts
make -C /OpenROAD-flow-scripts/flow DESIGN_CONFIG=/design/flow/config.mk WORK_HOME=/design/flow/orfs finish
==> results.toml <==
# implementation run metrics
[synth]
synthesis.instances = 1962
synth_flop_count = 375
synth.top_cells.by_area = "edfxtp_1, ha_1, dfxtp_1"
yosys_warnings = 3
synthArstFlopShare = 0
ff_type = "edfxtp_1"
top_area_cell = "edfxtp_1"
number_of_synthesized_flops_with_an_enable_pin = 326
ys_seq_share = 0.504
post_synth.cell_area_avg_um2 = 10.9
yosys_stat_cell_total = 1962
synth.distinct_cells = 82
post_synthesis_chip_area_from_yosys_mm2 = 0.0214
yosysTopAreaCellShare = 0.458
synth_area_mm2 = 0.0214

[timing]
unconstrained_endpoints = 60
count_of_unclocked_register_or_latch_pins = 21
fin_crit_ns = 7.88
slew_headroom = 0.324
final.setup.worst_slack_ns = 2.12
rsz0062_at_grt = "false"
setup_total_negative_slack_ns = 0
report.final.slew_viol_count = 0
final_min_period_over_clock_period = 0.788
finalSetupViolCount = 0
finalHoldViolations = 0
tightest_slew_ns = 1.01
maxClockFrequency_ghz = 0.127
fin_skew_ns = 0.0103

[setup_path]
end_kind = "flop"
critical-path-max-stage-delay_ns = 0.77
timing_worst_setup_path_type = "reg -> reg"
timing.critical_path.mode_cell = "fa_1"
crit_required_ns = 10.17
family_with_the_most_delay_on_the_worst_path = "adder cells"
critical_path.n_buffers_inverters = 2
cp.arrival_ns = 8.05
critPathLaunchType = "flop"
critPathSlowestCell = "nor3_1"
crit_chain = "ha_1 -> a21o_1 -> a21oi_1 -> nand2_1 -> o2111ai_1 -> or2_2 -> fa_1 -> fa_1 -> inv_1 -> fa_1 -> fa_1 -> ha_1 -> nor4b_1 -> a21oi_1 -> o21ai_0 -> or2_2 -> a21oi_1 -> o211ai_1 -> nor4_4 -> buf_4 -> or4_4 -> nor3_1"
critPathMaxFanout = 18

[clock_tree]
clock_tree.root_cell = "clkbuf_16"
tritoncts = "yes"
h_tree_levels = 2
clk_pin_slew_ns = 0.06
cts.path.max_buffers = 3
hold_buffers = 0
insertion_delay_ns = 0.55
cts-resized-gates = 0
tritoncts.num_buffers = 39
cts.repair_timing.setup_buffer_count = 0

[detailed_routing]
drt_wl_cell_um = 19.3
drt-total-wl_mm = 54.6
viasPerCell = 5.64
detail_route_antenna_nets = 0
routed-via-count = 15900
drc_errors = 0
first_iter_violations = 1086
dr.pass1.iters = 6
num_antenna_cells = 0

[placed_design]
weighted_congestion_reported_at_the_end_of_routability_driven_placement = 0.953
post-dp-hpwl_mm = 40.9
preCtsSetupSlack_ns = 2.04
port_buffers = 296

[global_routing]
antenna_found_initial = 0
grt_max_degree = 65
vias_in_the_first_global_route = 15400
grt_overflow = 0
grt_first_pass_wirelength_mm = 86.0
grtUsageTotal = 0.270

[layout]
fillers = 3246
final-comb-area_mm2 = 0.00980
final_util = 0.625
mostFrequentLayoutCells = "edfxtp_1, clkdlybuf4s50_1, ha_1, a21oi_1, nor2_1"
syn2layout_area_growth_pct = 23.0
ratio_of_cells_with_drive_above_1_in_the_final_layout = 0.0643
most_used_logic_cell_in_the_final_layout = "edfxtp_1"
layout.area.seq_mm2 = 0.0108

[floorplan]
die_width_um = 209
floorplan.die_area_mm2 = 0.0436
initial_utilization = 0.508
design.core.area_mm2 = 0.0420
fp.dieH_um = 209
top_level_ports = 298
num_rows = 75

[flow_run]
drv.max_cap_violation_count = 0
tool_warnings = 71

[power]
vdd.ir_drop.worst_uv = 126
internal_portion_of_total_power_uw = 2620
clock_power_share = 0.412
power.net_switching_uw = 896
leakagePower_uw = 0.0105
pwr-share-seq = 0.469
netSwitchingFraction = 0.255
comb_power_share = 0.119
pwr_density_cell_mw_per_mm2 = 134

[status]
run_status = "finished, final reports clean"

[hold_path]
min_path_type = "reg -> reg"
## worst paths after layout
check | end | cells past startpoint | start | slack (ns)
max reg2reg | data_theta[3][1]$_DFFE_PP_ | 22 | x_ref[5]$_DFFE_PP_ | 2.12
min reg2reg | DCLK_cnt[0]$_SDFF_PP0_ | 1 | DCLK_cnt[0]$_SDFF_PP0_ | 0.48
min | DCLK_cnt[0]$_SDFF_PP0_ | 1 | DCLK_cnt[0]$_SDFF_PP0_ | 0.48
max | data_theta[3][1]$_DFFE_PP_ | 22 | x_ref[5]$_DFFE_PP_ | 2.12
## through the flow
stage | total power [uW] | std cells | area [um^2] | hold slack [ns]
floorplan | 1950 | 1962 | 21400 | 0.441
global route | 3650 | 2825 | 26300 | 0.527
detailed placement | 2090 | 2756 | 25000 | 0.467
CTS | 3550 | 2825 | 26300 | 0.483
global placement | 2100 | 2756 | 25000 | 0.459
finish | 3520 | 2825 | 26300 | 0.480
## cell families (layout without fill, tap and decap cells)
family                   Yosys count  after routing  share of synthesized area
adder cells (fa/ha/maj)          206            206                      0.132
AND/OR/NAND/NOR                  599            599                      0.140
XOR/XNOR                         110            110                     0.0451
AND-OR/OR-AND                    454            454                      0.136
multiplexers                      10             10                    0.00474
flip-flops                       375            375                      0.504
buffers and inverters            208            532                     0.0384
## power groups by stage
stage	Sequential (uW)	Combinational, uW	Clock (uW)
finish	1650	420	1450
global route	1650	461	1540
CTS	1650	416	1480
## state kept, by name, indices dropped and copies added, names as in the netlist, 7 cells and up
register / flops
data_theta: 256
reset_cnt: 19
DCLK_cnt: 16
store_y: 10
store_x: 9
store_cnt: 8
x_coord: 8
x_ref: 8
y_coord: 8
y_ref: 8
data_cnt: 7
## metal layers
layer,vias up,track usage,part of all wire
met3,89,0.0809,0.087
li1,7765,-,-
met5,-,0,0
met2,624,0.416,0.47
met1,7444,0.409,0.42
met4,0,0.0517,0.023
## area by class of cell
class / instances / area share
tap: 539 / 0.0257
timing repair buffer: 332 / 0.123
multi-input combinational: 1379 / 0.373
clock inverter: 24 / 0.0101
sequential: 375 / 0.410
clock buffer: 45 / 0.0396
inverter: 131 / 0.0187
## Yosys cell counts, types with 10 or more instances
cell / instances
a211oi_1: 18
a21o_1: 39
a21oi_1: 150
a31oi_1: 10
and2_1: 15
and3_1: 15
clkbuf_1: 59
dfxtp_1: 49
edfxtp_1: 326
fa_1: 33
ha_1: 173
inv_1: 131
nand2_1: 138
nand2b_1: 35
nand3_1: 71
nand4_1: 19
nor2_1: 149
nor2b_1: 17
nor3_1: 50
nor4_1: 11
o21a_1: 10
o21ai_0: 78
o21bai_1: 25
o22ai_1: 22
or2_2: 24
or3_1: 11
xnor2_1: 71
xor2_1: 39
Power figures rest on the tool's default switching activity, not on a simulated workload.
